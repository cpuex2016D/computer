==> flow/design.v <==
module sender #(
	parameter COUNT_WIDTH = 9,
	parameter COUNT_MAX = 9'd268   
) (
	input logic CLK,
	input logic[7:0] in,
	input logic valid,
	output logic out,
	output logic ready
);
	logic[7:0] buffer;
	logic[COUNT_WIDTH-1:0] count_period = 0;
	logic sending = 1'b0;
	logic[2:0] state = 3'b001;   
	assign ready = !(sending || state[2]);
	always_comb begin
		if (sending) begin
			out <= buffer[state];
		end else begin
			out <= state[0];
		end
	end
	always @(posedge CLK) begin
		if (valid && ready) begin
			state <= 3'b100;
			buffer <= in;
		end
		if (count_period == COUNT_MAX) begin
			count_period <= 0;
			if (sending) begin
				if (state == 3'b111) begin
					sending <= 1'b0;
					state <= 3'b101;
				end else begin
					state <= state + 1;
				end
			end else begin
				if (state[0] == 1'b0) begin
					sending <= 1;
					state <= 3'b000;
				end else begin
					state[2] <= 1'b0;
				end
			end
		end else begin
			if (!ready) begin
				count_period <= count_period + 1;
			end
		end
	end
endmodule
==> flow/run.sh <==
#!/bin/bash
# OpenROAD 26Q1-2900-gdf79404cd8, Yosys 0.63+post, stock flow scripts
make -C /OpenROAD-flow-scripts/flow DESIGN_CONFIG=/design/flow/config.mk WORK_HOME=/design/flow/orfs finish
==> flow/config.mk <==
export PLATFORM = sky130hd
export DESIGN_NAME = sender
export DESIGN_NICKNAME = sender
export VERILOG_FILES = /design/flow/design.v
export SDC_FILE = /design/flow/constraint.sdc
export NUM_CORES = 4
export LEC_CHECK = 1
export CORE_AREA = 10 10 82 82
export DIE_AREA = 0 0 92 92
==> flow/constraint.sdc <==
current_design sender

set clk_period 3.8
set clk_io_pct 0.2

create_clock -name clk0 -period $clk_period [get_ports {CLK}]

set non_clock_inputs [all_inputs -no_clocks]
set_input_delay [expr $clk_period * $clk_io_pct] -clock clk0 $non_clock_inputs
set_output_delay [expr $clk_period * $clk_io_pct] -clock clk0 [all_outputs]
==> summary.rpt <==
======================================================================================
Count of filler cells inserted in the layout ............................          551
Routed Wire Length ......................................................      1.80 mm
Total of endpoints with negative setup slack in the final report ........            0
Placed instance count ...................................................          171
Post-synthesis cell type with the largest combined area ................. sky130_fd_sc_hd__edfxtp_1
RSZ-0062 raised after global routing ....................................        false
Nature of the critical path endpoint .................................... primary output
Number of buffers inserted to repair setup after CTS ....................            0
Seq cells post-synth ....................................................           21
Sum of net half-perimeters after detailed placement .....................      1.40 mm
Critical path launch point type .........................................    flip-flop
Die Span X ..............................................................        92 um
Total congestion overflow ...............................................            0
Max-slew headroom at the worst pin ......................................        56.0%
Cell area power density .................................................  312 nW/um^2
Total cell area reported by yosys after synthesis .......................   1040 sq um
Placed instance area ....................................................   1210 sq um
# diodes ................................................................            0
Cell types with the largest area share after synthesis .................. sky130_fd_sc_hd__edfxtp_1 29%, sky130_fd_sc_hd__dfxtp_1 21%, sky130_fd_sc_hd__mux4_2 4.3%
Average cell area after synthesis .......................................   11.0 sq um
CTS H-Tree Depth ........................................................            1
Max Cap Viol ............................................................            0
Fin area ................................................................   1250 sq um
Share of final-layout standard cells stronger than drive strength 1 .....        8.57%
Final estimated routing congestion in global placement ..................        0.806
Vias per inst ...........................................................         4.24
Run status .............................................................. finished, final reports clean
Setup TNS ...............................................................         0 ns
Clock slew at the register clock pins of the worst setup and hold paths .      0.07 ns
Cell depth of the worst hold path .......................................            2
Vias ....................................................................          742
Core Rows ...............................................................           26
Cell area after synthesis ...............................................   1040 sq um
Register share after synthesis ..........................................        49.9%
Design Power ............................................................     0.391 mW
Area of all sequential standard cells ...................................    520 sq um
# DRC ...................................................................            0
Start-to-end type of the worst setup path ............................... flip-flop to primary output
Highest Clock Rate ......................................................    0.389 GHz
Critical Path Start .....................................................     state[1]
Remaining number of nets flagged by the antenna check after routing .....            0
Worst Min Path Start .................................................... count_period[1]
Static Leak .............................................................     0.411 nW
Port Buffer Count .......................................................           11
Portion of synthesized cell area occupied by the leading cell type ......        28.8%
Transition at the pin with the smallest max-transition slack ............     0.653 ns
Worst hold margin .......................................................     0.496 ns
CP max FO ...............................................................            4
Post-route non-filler standard cell count ...............................          175
Die H ...................................................................        92 um
Initial core utilization ................................................        20.5%
Resize count post-CTS ...................................................            0
Drt first pass iters ....................................................            4
CTS max path bufs .......................................................            2
Area of the core ........................................................   5070 sq um
Relative area change from synthesis to final layout .....................        20.3%
Maximum clock skew at final layout ......................................   0.00762 ns
Die Size ................................................................   8460 sq um
Number of antenna violations at the first check in global routing .......            0
Maximum number of pins on one net before global-route repair ............           14
Number of instances in the synthesized netlist ..........................           95
Number of unique standard cell types used by synthesis ..................           37
Period Utilization, post-route ..........................................        67.7%
Minimum clock period ....................................................      2.57 ns
Synth warn ..............................................................            1
Count of routing violations after the opening detailed-route iteration ..           45
Critical Path AT ........................................................      1.81 ns
MI comb area ............................................................    468 sq um
First-pass GRT wire length ..............................................      3.22 mm
Max-slew violation count ................................................            0
Peak supply drop ........................................................     0.241 mV
Skew-Pair Late Insertion Delay ..........................................      0.25 ns
Crit path required time .................................................      3.04 ns
All-layer global routing usage ..........................................        4.49%
Final hold viol count ...................................................            0
WL per Instance .........................................................      10.3 um
Number of buffers added by the clock tree synthesis step ................            3
Clock root buffer ....................................................... sky130_fd_sc_hd__clkbuf_8
Path category of the worst min-delay check .............................. flip-flop to flip-flop
I/O pin count ...........................................................           12
Number of hold buffers added after CTS ..................................            0
Start of the worst register-to-register path ............................      sending
TritonCTS clock tree ....................................................          yes
Reg2reg path depth ......................................................            2
Vias in the first global route ..........................................          730
Most common logic cells in the final layout ............................. 11 x sky130_fd_sc_hd__dfxtp_1, 11 x sky130_fd_sc_hd__clkdlybuf4s50_1, 10 x sky130_fd_sc_hd__edfxtp_1
Clk sink count ..........................................................           21
Number of cell instances after yosys synthesis ..........................           95
Tool warnings ...........................................................           26
======================================================================================
## power by group
part | leakage, nW | total [mW] | switching (mW) | internal [mW]
clock | 0.0228 | 0.140 | 0.0651 | 0.0744
sequential | 0.173 | 0.237 | 0.000801 | 0.237
combinational | 0.215 | 0.0138 | 0.00252 | 0.0113
## layer usage
| metal | track usage, % | up-vias | routed length, um |
|---|---|---|---|
| met3 | 1.81 | 0 | 105 |
| met2 | 7.35 | 15 | 816 |
| met1 | 5.79 | 357 | 881 |
| li1 | - | 370 | - |
| met5 | 0 | - | 0 |
| met4 | 0.129 | 0 | 0 |
## Yosys cell counts, drive strengths merged
master and count:
or2 1, xnor2 2, nor4bb 1, or3b 1, nor4 3, nand4bb 2, dfxtp 11, a21boi 1
nand3b 1, nand2 8, mux4 2, nor3b 1, nor2b 1, and2 1, o21a 2, o211ai 2
ha 3, o311ai 1, o31ai 1, nand4 2, a21oi 2, inv 6, buf 5, or4 1
xor2 2, a31oi 2, edfxtp 10, a311o 1, o21ai 8, nand3 1, nor3 2, a21bo 1
nor2 5, a21o 1, mux2i 1
## registers in the layout, indices dropped and copies added, names as in the netlist
signal        flops
sending           1
buffer            8
count_period      9
state             3
## cell families after synthesis
| logic type | share of synthesized area (%) |
|---|---|
| muxes | 5.28 |
| adders and majority gates | 3.60 |
| xor gates and xnor gates | 3.36 |
| and+or+nand+nor | 18.8 |
| DFF | 49.9 |
| AOI/OAI and AO/OA | 13.8 |
| buffers and inverters | 5.16 |
## stage by stage
| step | util, % | setup slack (ns) |
|---|---|---|
| 2_1_floorplan | - | 1.99 |
| 6_report | 24.7 | 1.23 |
| 5_1_grt | 24.7 | 1.06 |
| 4_1_cts | 24.7 | 1.20 |
| 3_5_place_dp | 23.8 | 1.48 |
| 3_3_place_gp | 23.8 | 1.49 |
## final timing paths
check,end,slack (ns)
min,count_period[1],0.50
max,out,1.23
min reg2reg,count_period[1],0.50
max reg2reg,buffer[6],2.02
## area by class of cell
type                       instances  share of cell area [%]
clock buffer                       4                    3.59
inverter                           6                    1.80
multi-input combinational         63                    37.3
sequential                        21                    41.5
tap                               70                    6.99
timing repair buffer              11                    8.78
## critical path: stages (launching register included)
cell	delay [ns]
sky130_fd_sc_hd__dfxtp_1	0.41
sky130_fd_sc_hd__mux4_2	0.52
sky130_fd_sc_hd__a21oi_1	0.15
sky130_fd_sc_hd__a31oi_1	0.05
sky130_fd_sc_hd__clkdlybuf4s50_1	0.43
Power and IR drop assume default switching activity.
